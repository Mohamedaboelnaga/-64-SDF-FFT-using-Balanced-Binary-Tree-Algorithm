<file path="./config.mk">
export PLATFORM = sky130hd
export DESIGN_NAME = FFT_2nd_stage
export DESIGN_NICKNAME = FFT_2nd_stage
export VERILOG_FILES = /design/flow/design.v
export SDC_FILE = /design/flow/constraint.sdc
export NUM_CORES = 4
export LEC_CHECK = 1
export CORE_UTILIZATION = 50
</file>
<file path="./constraint.sdc">
current_design FFT_2nd_stage

set clk_period 13.4
set clk_io_pct 0.2

create_clock -name clk0 -period $clk_period [get_ports {clk}]

set non_clock_inputs [all_inputs -no_clocks]
set_input_delay [expr $clk_period * $clk_io_pct] -clock clk0 $non_clock_inputs
set_output_delay [expr $clk_period * $clk_io_pct] -clock clk0 [all_outputs]
</file>
<file path="./design.v">
module Address_gen_2nd_fft #( parameter   STAGE_NO = 2,NFFT = 64 )
(
    input       wire                        clk, rst,
    input       wire                        Twiddle_active,
    output      reg  [5:0]     Twiddle_address  
);
localparam  IDLE = 0,
            ADDRESS_GEN = 1;
reg [5:0] counter, counter_seq     ;
reg                  current_state, next_state;
always @(posedge clk or negedge rst) begin
    if(!rst) begin
        counter_seq <= 'b0;
        current_state <= IDLE;
    end
    else begin
        counter_seq <= counter;
        current_state <= next_state;
    end
end
always @(*) begin
       next_state = IDLE;
       Twiddle_address = 'b0;
       counter = 'b0;
       case (current_state)
          IDLE:begin
                   Twiddle_address = 'b0;
                    counter = 'b0;
                    if(Twiddle_active == 1'b1) begin
                        next_state = ADDRESS_GEN;
                    end
                    else begin
                        next_state = IDLE;
                    end
                end
            ADDRESS_GEN:begin
                counter = counter_seq + 1'b1;
        		       Twiddle_address=counter_seq[3]*{counter_seq[4],counter_seq[5]};  
                        if(counter_seq == NFFT-1)begin  
                            next_state = IDLE;
                            end
                        else begin
                            next_state = ADDRESS_GEN;
                            end
                        end
        endcase
end
endmodule
module Butterfly #(
    parameter   DATA_WIDTH = 18
) (
    input   wire                                          en,  
    input   wire    signed        [DATA_WIDTH-1:0]        in1_r, in1_i,
    input   wire    signed        [DATA_WIDTH-1:0]        in2_r, in2_i,
    output  wire    signed        [DATA_WIDTH-1:0]        sum_out_r, sum_out_i,
    output  wire    signed        [DATA_WIDTH-1:0]        diff_out_r, diff_out_i
);
    assign sum_out_r = en? in1_r + in2_r:'b0;
    assign sum_out_i = en? in1_i + in2_i:'b0;
    assign diff_out_r = en? in1_r - in2_r:'b0;
    assign diff_out_i = en? in1_i - in2_i:'b0;
endmodule
module Complex_MUX2x1 #(
    parameter DATA_WIDTH = 18
) (
    input       wire                          sel,
    input       wire      [DATA_WIDTH-1:0]    in0_r, in0_i,
    input       wire      [DATA_WIDTH-1:0]    in1_r, in1_i,
    output      wire      [DATA_WIDTH-1:0]    out_r, out_i
);
assign out_r = sel?in1_r:in0_r;
assign out_i = sel?in1_i:in0_i;
endmodule
module Constant_Multiplier_fft #(
    parameter INTEGER_SIZE = 6,
                FRACT_SIZE = 12,
                NFFT=64
) (
    input   wire            [5:0]               address,
    input   wire                                             clk, rst,
    input   wire    signed  [INTEGER_SIZE+FRACT_SIZE-1:0]    in1_r,in1_i,
    output  wire    signed  [INTEGER_SIZE+FRACT_SIZE-1:0]    out_r,out_i
);
localparam DATA_WIDTH = INTEGER_SIZE+FRACT_SIZE ;
reg signed  [INTEGER_SIZE+FRACT_SIZE-1:0]    in2_r,in2_i;
wire signed [2*DATA_WIDTH-1:0]               prod1, prod2, prod3, prod4;
wire signed [2*DATA_WIDTH-1:0]               prod1_seq, prod2_seq, prod3_seq, prod4_seq;
always @(*) begin
	case (address) 
	'd0 : begin
	in2_r= 'b000010000000000000; 
	in2_i= 'b000000000000000000;
	end
	'd1 : begin
	in2_r= 'b000001011010100000;
	in2_i= 'b111110100101100000;
	end
	'd2 : begin
	in2_r= 'b000000000000000000;
	in2_i= 'b111110000000000000;
	end
	'd3 : begin
	in2_r= 'b111110100101100000;
	in2_i= 'b111110100101100000;
	end
	default:begin
	in2_r='b0;
	in2_i='b0;
	end
	endcase
end
wire signed [DATA_WIDTH-1:0]   temp1, temp2,temp3,temp4;
assign temp1=prod1_seq>>FRACT_SIZE;
assign temp2=prod2_seq>>FRACT_SIZE;
assign temp3=prod3_seq>>FRACT_SIZE;
assign temp4=prod4_seq>>FRACT_SIZE;
assign out_r = (temp1 - temp2);
assign out_i = (temp3 + temp4);
Multiplier #(.DATA_WIDTH(DATA_WIDTH)) M0 (.in1(in1_r), .in2(in2_r), .out(prod1));
Multiplier #(.DATA_WIDTH(DATA_WIDTH)) M1 (.in1(in1_i), .in2(in2_i), .out(prod2));
Multiplier #(.DATA_WIDTH(DATA_WIDTH)) M2 (.in1(in1_r), .in2(in2_i), .out(prod3));
Multiplier #(.DATA_WIDTH(DATA_WIDTH)) M3 (.in1(in2_r), .in2(in1_i), .out(prod4));
delay_unit #(.DATA_WIDTH(2*DATA_WIDTH)) D1 (.clk(clk), .reset(rst), .in_data(prod1), .out_data(prod1_seq));
delay_unit #(.DATA_WIDTH(2*DATA_WIDTH)) D2 (.clk(clk), .reset(rst), .in_data(prod2), .out_data(prod2_seq));
delay_unit #(.DATA_WIDTH(2*DATA_WIDTH)) D3 (.clk(clk), .reset(rst), .in_data(prod3), .out_data(prod3_seq));
delay_unit #(.DATA_WIDTH(2*DATA_WIDTH)) D4 (.clk(clk), .reset(rst), .in_data(prod4), .out_data(prod4_seq));
endmodule
module FFT_2nd_stage #(
    parameter   INTEGER_SIZE = 6,
                FRACT_SIZE = 12,
                STAGE_NO = 1,
                NFFT = 64
) (
    input       wire                                             clk, rst,
    input       wire                                             start_conv,
    input       wire    signed  [INTEGER_SIZE+FRACT_SIZE-1:0]    serial_in_r, serial_in_i,
    output      wire    signed  [INTEGER_SIZE+FRACT_SIZE-1:0]    serial_out_r, serial_out_i
);
localparam DATA_WIDTH = INTEGER_SIZE+FRACT_SIZE ;
wire signed [DATA_WIDTH-1:0]        BUF_in_r, BUF_in_i;      
wire signed [DATA_WIDTH-1:0]        BUF_out_r, BUF_out_i;    
wire signed [DATA_WIDTH-1:0]        BFLY_out1_r, BFLY_out1_i;    
wire signed [DATA_WIDTH-1:0]        BFLY_out2_r, BFLY_out2_i;    
wire signed [DATA_WIDTH-1:0]        MUL_r_buf_in, MUL_r_buf_out;
wire signed [DATA_WIDTH-1:0]        MUL_i_buf_in, MUL_i_buf_out;
wire signed [DATA_WIDTH-1:0]        TF_r_buf_out, TF_i_buf_out;
wire signed [DATA_WIDTH-1:0]        MUX2_in0_r, MUX2_in0_i;
wire signed [DATA_WIDTH-1:0]        MUX2_in1_r, MUX2_in1_i;
wire                                sel1, sel2  ;
wire        [5:0]      Twiddle_address;
Complex_MUX2x1 #(.DATA_WIDTH(DATA_WIDTH)) MUX1 (
    .sel(sel1),
    .in0_r(serial_in_r), 
    .in0_i(serial_in_i),
    .in1_r(BFLY_out2_r),
    .in1_i(BFLY_out2_i),
    .out_r(BUF_in_r),
    .out_i(BUF_in_i)
    );
Memory_Shifter #(   .DATA_WIDTH(DATA_WIDTH), 
                    .MEMORY_DEPTH(2**($clog2(NFFT)-STAGE_NO))) MS1 (  
    .clk(clk),
    .rst(rst),
    .data_in_r(BUF_in_r),
    .data_in_i(BUF_in_i),
    .data_out_r(BUF_out_r),
    .data_out_i(BUF_out_i)
);
Butterfly #(.DATA_WIDTH(DATA_WIDTH)) BF1 (
    .en(sel1),
    .in1_r(BUF_out_r),
    .in1_i(BUF_out_i),
    .in2_r(serial_in_r),
    .in2_i(serial_in_i),
    .sum_out_r(BFLY_out1_r),
    .sum_out_i(BFLY_out1_i),
    .diff_out_r(BFLY_out2_r),
    .diff_out_i(BFLY_out2_i)
);
delay_unit #(.DATA_WIDTH(1)) DU_SEL1_MUX2 (
    .clk(clk),
    .reset(rst),
    .in_data(sel1),
    .out_data(sel2)
);
Complex_MUX2x1 #(.DATA_WIDTH(DATA_WIDTH)) MUX2 (
    .sel(sel2),
    .in0_r(MUX2_in0_r),
    .in0_i(MUX2_in0_i),
    .in1_r(MUX2_in1_r),
    .in1_i(MUX2_in1_i),
    .out_r(MUL_r_buf_in),
    .out_i(MUL_i_buf_in)
);
delay_unit #(.DATA_WIDTH(DATA_WIDTH)) DU_MUX2_MUL_r (
    .clk(clk),
    .reset(rst),
    .in_data(MUL_r_buf_in),
    .out_data(MUL_r_buf_out)
);
delay_unit #(.DATA_WIDTH(DATA_WIDTH)) DU_MUX2_MUL_i (
    .clk(clk),
    .reset(rst),
    .in_data(MUL_i_buf_in),
    .out_data(MUL_i_buf_out)
);
MUX1_Control_unit #(.NFFT(NFFT), .STAGE_NO(STAGE_NO)) CU1 (
    .clk(clk),
    .rst(rst),
    .start_conv(start_conv),
    .sel1(sel1)
);
Address_gen_2nd_fft #(.STAGE_NO(STAGE_NO), .NFFT(NFFT)) CU4 (
    .clk(clk),
    .rst(rst),
    .Twiddle_active(sel2),
    .Twiddle_address(Twiddle_address)
);
Constant_Multiplier_fft #(.INTEGER_SIZE(INTEGER_SIZE), .FRACT_SIZE(FRACT_SIZE)) MUL1 (
    .clk(clk),
    .rst(rst),
    .address(Twiddle_address),
    .in1_r(MUL_r_buf_out),
    .in1_i(MUL_i_buf_out),
    .out_r(serial_out_r),
    .out_i(serial_out_i)
);
delay_unit #(.DATA_WIDTH(DATA_WIDTH)) DU1_MS_r (
    .clk(clk),
    .reset(rst),
    .in_data(BUF_out_r),
    .out_data(MUX2_in0_r)
);
delay_unit #(.DATA_WIDTH(DATA_WIDTH)) DU1_MS_i (
    .clk(clk),
    .reset(rst),
    .in_data(BUF_out_i),
    .out_data(MUX2_in0_i)
);
delay_unit #(.DATA_WIDTH(DATA_WIDTH)) DU1_BF_r (
    .clk(clk),
    .reset(rst),
    .in_data(BFLY_out1_r),
    .out_data(MUX2_in1_r)
);
delay_unit #(.DATA_WIDTH(DATA_WIDTH)) DU1_BF_i (
    .clk(clk),
    .reset(rst),
    .in_data(BFLY_out1_i),
    .out_data(MUX2_in1_i)
);
endmodule
module MUX1_Control_unit #(parameter   NFFT = 64, STAGE_NO = 1 )
 (
    input   wire    clk, rst,
    input   wire    start_conv,
    output  reg     sel1   
);                
localparam  IDLE    = 0,
            INACTIVE = 1,
            ACTIVE = 2;
reg [$clog2(NFFT)-STAGE_NO:0] counter, counter_seq;      
reg [STAGE_NO:0]  end_control_counter;                   
reg [STAGE_NO:0]  end_control_counter_seq; 
reg end_control;                                         
reg [1:0] current_state, next_state;                    
always@(posedge clk or negedge rst) begin
    if(!rst) begin
        current_state <= 'b0;
        counter_seq <= 'b0;
        end_control_counter_seq <='b0;
    end
    else begin
        current_state <= next_state;
        counter_seq <= counter;
        end_control_counter_seq <= end_control_counter;
    end
end
always @(*) begin
    sel1         = 1'b0;
    end_control = 1'b1;
    counter     = 'b0;
    end_control_counter = 'b0;
    next_state  = IDLE;
    case (current_state)
        IDLE: begin
            sel1         = 1'b0;
            end_control = 1'b1;
            counter     = 'b0;
            end_control_counter = 'b0;
            if(start_conv) begin
                next_state = INACTIVE;
                end_control_counter = end_control_counter_seq + 1'b1;
                counter     = 'b0;
            end
            else begin
                next_state = IDLE;
                end_control_counter = end_control_counter_seq;
            end
        end
        INACTIVE: begin
            sel1         = 1'b0;
            end_control = 1'b0;
            if(counter_seq == 2**($clog2(NFFT)-STAGE_NO)-1) begin
                if(end_control_counter_seq == 2**(STAGE_NO-1)+1) begin
                    next_state = IDLE;
                    counter = 'b0;
                    end_control_counter = 'b0;
                end
                else begin
                    next_state  = ACTIVE;
                    sel1         = 1'b1;
                    counter = 'b0;
                    end_control_counter = end_control_counter_seq;
                end
            end
            else begin
                counter     = counter_seq + 1'b1;
                next_state  = INACTIVE;
                end_control_counter = end_control_counter_seq;
            end
        end
        ACTIVE: begin
            sel1         = 1'b1;
            end_control = 1'b0;
            if(counter_seq == 2**($clog2(NFFT)-STAGE_NO)-1) begin
                counter = 'b0;
                next_state = INACTIVE;
                sel1         = 1'b0;
                end_control_counter = end_control_counter_seq + 1'b1;
            end
            else begin
                counter     = counter_seq + 1'b1;
                next_state = ACTIVE;
                end_control_counter = end_control_counter_seq;
            end
        end
        default: begin
            sel1         = 1'b0;
            end_control = 1'b1;
            counter     = 'b0;
            end_control_counter = 'b0;
            next_state  = IDLE;
        end
    endcase
end
endmodule
module Memory_Shifter 
#(parameter MEMORY_DEPTH=8 ,DATA_WIDTH=16)
 (input    [DATA_WIDTH-1:0]    data_in_r, data_in_i,
 input      clk,
 input      rst,
 output   [DATA_WIDTH-1:0] data_out_r, data_out_i
);
    genvar i ;
wire [DATA_WIDTH-1:0] out_data_r [0:MEMORY_DEPTH-1];
wire [DATA_WIDTH-1:0] out_data_i [0:MEMORY_DEPTH-1];
    generate 
        for(i=0;i<(MEMORY_DEPTH);i=i+1)begin :for_loop
            if(i==0) begin
               delay_unit #(.DATA_WIDTH(DATA_WIDTH)) u0_r   (.clk(clk),.reset(rst), .in_data(data_in_r), .out_data(out_data_r[i]) );
               delay_unit #(.DATA_WIDTH(DATA_WIDTH)) u0_i   (.clk(clk),.reset(rst), .in_data(data_in_i), .out_data(out_data_i[i]) );
            end
            else  begin
                delay_unit #(.DATA_WIDTH(DATA_WIDTH)) u1_r  (.clk(clk),.reset(rst), .in_data(out_data_r[i-1]), .out_data(out_data_r[i]) );
                delay_unit #(.DATA_WIDTH(DATA_WIDTH)) u1_i  (.clk(clk),.reset(rst), .in_data(out_data_i[i-1]), .out_data(out_data_i[i]) );
            end
        end
    endgenerate
    assign data_out_r = out_data_r[MEMORY_DEPTH-1];
    assign data_out_i = out_data_i[MEMORY_DEPTH-1];
endmodule
module Multiplier #(
    parameter DATA_WIDTH = 16
) (
    input wire signed [DATA_WIDTH-1:0] in1, in2,
    output wire signed [2*DATA_WIDTH-1:0] out
);
  assign out = in1*in2;
endmodule
module delay_unit #(parameter DATA_WIDTH=32 )
(
input clk,
input reset,
input  [DATA_WIDTH-1:0] in_data,
output reg  [DATA_WIDTH-1:0] out_data
);
always @ (posedge clk, negedge reset )begin
  if(!reset) begin
    out_data<='b0;
  end
  else begin
    out_data<= in_data;
  end
end
endmodule
</file>
<file path="./run.sh">
#!/bin/bash
# OpenROAD 26Q1-2900-gdf79404cd8, Yosys 0.63+post, stock flow scripts
make -C /OpenROAD-flow-scripts/flow DESIGN_CONFIG=/design/flow/config.mk WORK_HOME=/design/flow/orfs finish
</file>
==> impl_metrics.env <==
# implementation run metrics
export IMPL_status="completed"
export IMPL_cts_htree_levels=4
export IMPL_tns_ns=0
export IMPL_ys_warn_count=7
export IMPL_maxCapViolCount=0
export IMPL_arrival_ns=8.39
export IMPL_worst_slew_pin_slew_ns=0.789
export IMPL_antenna_found_initial=15
export IMPL_totalPowerFinal_mw=8.79
export IMPL_cts_tree="done"
export IMPL_firstDrtPassIters=7
export IMPL_critical_path_class="reg -> reg"
export IMPL_clock_latency_late_pin_ns=0.76
export IMPL_wl_um=107000
export IMPL_routedWlPerCell_um=16.7
export IMPL_ys_async_sr_fraction_pct=100
export IMPL_cellPowerDensity_nw_per_um2=128
export IMPL_cts_buffers_inserted=136
export IMPL_std_cell_rows=127
export IMPL_core_area_um2=121000
export IMPL_setup_violations_final=0
export IMPL_clkTransAtPathRegs_ns=0.07
export IMPL_fp_util_pct=50.7
export IMPL_vias=30400
export IMPL_syn_area_per_cell_um2=13.6
export IMPL_clockBufferDepth=3
export IMPL_grt_pass1_wl_um=179000
export IMPL_cts_root_buf="clkbuf_16"
export IMPL_dieHeight_um=352
export IMPL_netlist_area_um2=61200
export IMPL_stdcell_count=6408
export IMPL_ys_cells=4509
export IMPL_hp_class="reg -> reg"
export IMPL_synth_flops=1351
export IMPL_synthCells=4509
export IMPL_drc=0
export IMPL_first_global_vias=32900
export IMPL_ff_type="dfrtp_1"
export IMPL_die_w_um=352
export IMPL_vdd_drop_max_mv=0.169
export IMPL_yosys_stat_seqShare_pct=55.2
export IMPL_drive_gt1_share_pct=6.91
export IMPL_critPathMaxStageDelay_ns=0.64
export IMPL_cp_end_kind="flip-flop"
export IMPL_postCtsResizedCells=0
export IMPL_leakage_nw=34.2
export IMPL_post_place_ws_ns=5.66
export IMPL_ant_nets=0
export IMPL_fin_crit_sh_pct=57.9
export IMPL_finalHoldViolCount=0
export IMPL_grt_setup_unrepaired="no"
export IMPL_worst_setup_path_start_kind="flip-flop"
export IMPL_detailedPlacementHpwl_um=77300
export IMPL_cpMaxStageDelayCell="fa_1"
export IMPL_worst_path_max_fanout=53
export IMPL_grtUsageTotal_pct=20.2
export IMPL_edf_count=0
export IMPL_area_delta_synth_final_pct=12.5
export IMPL_warning_count=76
export IMPL_slew_headroom_pct=46.7
export IMPL_io_pins=75
export IMPL_yosys_area_um2=61200
export IMPL_period_needed_ns=7.76
export IMPL_hold_buffers=0
export IMPL_finClkSkew_ns=0.0329
export IMPL_synth_cell_types=76
export IMPL_crit_top_cell="fa_1"
export IMPL_grt_max_degree=154
export IMPL_finalWeightedCongestion=0.922
export IMPL_dpl_cell_count=6160
export IMPL_portBuffers=74
export IMPL_fmax_mhz=129
export IMPL_setup_slack_ns=5.64
export IMPL_worstPathRequired_ns=14.03
export IMPL_die_area_um2=124000
export IMPL_cts_sinks=1351
export IMPL_post_cts_setup_buffer_count=0
export IMPL_slew_viol_final=0
export IMPL_dr_first_iter_drc_count=1412
export IMPL_viasPerCell=4.75
export IMPL_grt_overflow=0
-- kinds of logic (layout without fill, tap and decap cells) --
family                   count (synthesis)  count (layout)  synth area share (%)
buffers and inverters                  912            1196                  5.61
flip-flops                            1351            1351                  55.2
AND-OR/OR-AND                          340             340                  3.66
multiplexers                            40              40                 0.732
AND/OR/NAND/NOR                        666             666                  5.19
adder cells (fa/ha/maj)                988             988                  26.5
other                                    0               3                     0
XOR/XNOR                               212             212                  3.03
-- state kept, by name, indices dropped and copies added, names as in the netlist, 3 cells and up --
signal and flops:
MUL1.D4.out_data 18, MUL1.D1.out_data 18, DU1_MS_i.out_data 18, MS1.for_loop.genblk1.u0_i.out_data 18, DU_MUX2_MUL_i.out_data 18, MS1.for_loop.genblk1.u0_r.out_data 18, DU_MUX2_MUL_r.out_data 18, MUL1.D2.out_data 18
MS1.for_loop.genblk1.u1_i.out_data 558, CU4.counter_seq 6, MS1.for_loop.genblk1.u1_r.out_data 558, CU1.current_state 3, DU1_BF_r.out_data 18, CU1.counter_seq 6, MUL1.D3.out_data 18, DU1_MS_r.out_data 18
DU1_BF_i.out_data 18
-- report_power, final --
part / internal (mW) / switching (mW)
Clock: 2.39 / 1.56
Combinational: 0.190 / 0.269
Sequential: 4.28 / 0.0976
-- stage by stage --
stage          util (%)  hold slack [ns]  cell area (µm²)
3_5_place_dp       53.1            0.335            64000
5_1_grt            57.1            0.335            68900
2_1_floorplan         -            0.331            61200
3_3_place_gp       53.1            0.332            64000
6_report           57.1            0.315            68900
4_1_cts            57.1            0.316            68900
-- area by class of cell --
| type | instances | area [µm²] |
|---|---|---|
| fill | 9353 | 51700 |
| sequential | 1351 | 33800 |
| multi-input combinational | 2246 | 24000 |
| clock buffer | 188 | 3990 |
| inverter | 849 | 3190 |
| tap | 1612 | 2020 |
| timing repair buffer | 102 | 1040 |
| clock inverter | 57 | 838 |
| antenna | 3 | 7.51 |
-- critical path, delay by kind of cell, from the launching register on --
| kind | cells | cell delay [ns] |
|---|---|---|
| xor gates and xnor gates | 1 | 0.11 |
| AOI/OAI and AO/OA | 5 | 0.95 |
| adders and majority gates | 8 | 3.63 |
| buffers and inverters | 7 | 1.29 |
| and+or+nand+nor | 5 | 1.13 |
| DFF | 1 | 0.50 |
-- layout by cell type (no fill, tap or decap), types with 13 or more instances in the layout --
| master | count |
|---|---|
| a211oi_1 | 16 |
| a21o_1 | 26 |
| a21oi_1 | 105 |
| and2_1 | 50 |
| buf_4 | 22 |
| bufinv_16 | 15 |
| clkbuf_1 | 16 |
| clkbuf_16 | 139 |
| clkbuf_8 | 33 |
| clkdlybuf4s50_1 | 73 |
| clkinv_2 | 17 |
| dfrtp_1 | 1349 |
| fa_1 | 517 |
| ha_1 | 471 |
| inv_1 | 846 |
| mux2_2 | 38 |
| nand2_1 | 180 |
| nand2b_1 | 23 |
| nand3_1 | 31 |
| nor2_1 | 193 |
| nor2b_1 | 57 |
| nor3_1 | 57 |
| o21a_1 | 28 |
| o21ai_0 | 60 |
| o21bai_1 | 16 |
| o31ai_1 | 13 |
| or2_2 | 13 |
| or3_1 | 20 |
| xnor2_1 | 162 |
| xor2_1 | 50 |
-- routing by layer --
metal  global-route usage (%)  vias up  part of all wire, %
met5                        0        -                 0.11
met4                     5.13       18                  3.0
met3                     6.78      184                  7.7
met2                     27.8      613                   44
met1                     33.8    15300                   45
li1                         -    14300                    -
-- Yosys cell counts (16+ instances only) --
library cell | instances | area, µm²
a211oi_1 | 16 | 120
dfrtp_1 | 1350 | 33800
fa_1 | 517 | 10300
ha_1 | 471 | 5890
or3_1 | 20 | 125
nor2_1 | 193 | 724
nand2b_1 | 23 | 144
a21o_1 | 26 | 195
a21oi_1 | 105 | 526
and2_1 | 50 | 313
o21bai_1 | 16 | 120
nor2b_1 | 57 | 357
clkbuf_1 | 52 | 195
nand2_1 | 180 | 676
mux2_2 | 38 | 428
o21ai_0 | 60 | 300
xnor2_1 | 162 | 1420
nor3_1 | 57 | 285
nand3_1 | 31 | 155
xor2_1 | 50 | 438
o21a_1 | 28 | 210
inv_1 | 847 | 3180
-- worst paths after layout --
check	startpoint	endpoint	slack, ns	cells after the start
setup / recovery	CU4.current_state	MUL1.D4.out_data[28]	5.64	26
hold / removal	MS1.for_loop[28].genblk1.u1_r.out_data[14]	MS1.for_loop[29].genblk1.u1_r.out_data[14]	0.31	0
setup reg to reg	CU4.current_state	MUL1.D4.out_data[28]	5.64	26
hold reg to reg	MS1.for_loop[28].genblk1.u1_r.out_data[14]	MS1.for_loop[29].genblk1.u1_r.out_data[14]	0.31	0
max in group asynchronous	rst	MS1.for_loop[30].genblk1.u1_r.out_data[8]	8.64	5
min in group asynchronous	rst	MUL1.D2.out_data[23]	1.84	1
