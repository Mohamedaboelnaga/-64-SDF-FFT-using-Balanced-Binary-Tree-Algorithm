<file path="flow/run.sh">
#!/bin/bash
# OpenROAD 26Q1-2900-gdf79404cd8, Yosys 0.63+post, stock flow scripts
make -C /OpenROAD-flow-scripts/flow DESIGN_CONFIG=/design/flow/config.mk WORK_HOME=/design/flow/orfs finish
</file>
<file path="flow/constraint.sdc">
current_design FFT_6th_stage

set clk_period 9.6
set clk_io_pct 0.2

create_clock -name clk0 -period $clk_period [get_ports {clk}]

set non_clock_inputs [all_inputs -no_clocks]
set_input_delay [expr $clk_period * $clk_io_pct] -clock clk0 $non_clock_inputs
set_output_delay [expr $clk_period * $clk_io_pct] -clock clk0 [all_outputs]
</file>
<file path="flow/design.v">
module Butterfly #(
    parameter   DATA_WIDTH = 18
) (
    input   wire                                          en,  
    input   wire    signed        [DATA_WIDTH-1:0]        in1_r, in1_i,
    input   wire    signed        [DATA_WIDTH-1:0]        in2_r, in2_i,
    output  wire    signed        [DATA_WIDTH-1:0]        sum_out_r, sum_out_i,
    output  wire    signed        [DATA_WIDTH-1:0]        diff_out_r, diff_out_i
);
    assign sum_out_r = en? in1_r + in2_r:'b0;
    assign sum_out_i = en? in1_i + in2_i:'b0;
    assign diff_out_r = en? in1_r - in2_r:'b0;
    assign diff_out_i = en? in1_i - in2_i:'b0;
endmodule
module Complex_MUX2x1 #(
    parameter DATA_WIDTH = 18
) (
    input       wire                          sel,
    input       wire      [DATA_WIDTH-1:0]    in0_r, in0_i,
    input       wire      [DATA_WIDTH-1:0]    in1_r, in1_i,
    output      wire      [DATA_WIDTH-1:0]    out_r, out_i
);
assign out_r = sel?in1_r:in0_r;
assign out_i = sel?in1_i:in0_i;
endmodule
module FFT_6th_stage #(
    parameter   INTEGER_SIZE = 6,
                FRACT_SIZE = 12,
                STAGE_NO = 1,
                NFFT = 64
) (
    input       wire                                             clk, rst,
    input       wire                                             start_conv,
    input       wire    signed  [INTEGER_SIZE+FRACT_SIZE-1:0]    serial_in_r, serial_in_i,
    output      wire    signed  [INTEGER_SIZE+FRACT_SIZE-1:0]    serial_out_r, serial_out_i
);
localparam DATA_WIDTH = INTEGER_SIZE+FRACT_SIZE ;
wire signed [DATA_WIDTH-1:0]        BUF_in_r, BUF_in_i;      
wire signed [DATA_WIDTH-1:0]        BUF_out_r, BUF_out_i;    
wire signed [DATA_WIDTH-1:0]        BFLY_out1_r, BFLY_out1_i;    
wire signed [DATA_WIDTH-1:0]        BFLY_out2_r, BFLY_out2_i;    
wire signed [DATA_WIDTH-1:0]        MUL_r_buf_in, MUL_r_buf_out;
wire signed [DATA_WIDTH-1:0]        MUL_i_buf_in, MUL_i_buf_out;
wire signed [DATA_WIDTH-1:0]        TF_r_buf_out, TF_i_buf_out;
wire signed [DATA_WIDTH-1:0]        MUX2_in0_r, MUX2_in0_i;
wire signed [DATA_WIDTH-1:0]        MUX2_in1_r, MUX2_in1_i;
wire                                sel1, sel2               ;
Complex_MUX2x1 #(.DATA_WIDTH(DATA_WIDTH)) MUX1 (
    .sel(sel1),
    .in0_r(serial_in_r), 
    .in0_i(serial_in_i),
    .in1_r(BFLY_out2_r),
    .in1_i(BFLY_out2_i),
    .out_r(BUF_in_r),
    .out_i(BUF_in_i)
    );
Memory_Shifter #(   .DATA_WIDTH(DATA_WIDTH), 
                    .MEMORY_DEPTH(2**($clog2(NFFT)-STAGE_NO))) MS1 ( 
    .clk(clk),
    .rst(rst),
    .data_in_r(BUF_in_r),
    .data_in_i(BUF_in_i),
    .data_out_r(BUF_out_r),
    .data_out_i(BUF_out_i)
);
Butterfly #(.DATA_WIDTH(DATA_WIDTH)) BF1 (
    .en(sel1),
    .in1_r(BUF_out_r),
    .in1_i(BUF_out_i),
    .in2_r(serial_in_r), 
    .in2_i(serial_in_i), 
    .sum_out_r(BFLY_out1_r),
    .sum_out_i(BFLY_out1_i),
    .diff_out_r(BFLY_out2_r),
    .diff_out_i(BFLY_out2_i)
);
delay_unit #(.DATA_WIDTH(1)) DU_SEL1_MUX2 (
    .clk(clk),
    .reset(rst),
    .in_data(sel1),
    .out_data(sel2)
);
Complex_MUX2x1 #(.DATA_WIDTH(DATA_WIDTH)) MUX2 (
    .sel(sel2),
    .in0_r(MUX2_in0_r),
    .in0_i(MUX2_in0_i),
    .in1_r(MUX2_in1_r),
    .in1_i(MUX2_in1_i),
    .out_r(MUL_r_buf_in),
    .out_i(MUL_i_buf_in)
);
delay_unit #(.DATA_WIDTH(DATA_WIDTH)) DU_MUX2_MUL_r (
    .clk(clk),
    .reset(rst),
    .in_data(MUL_r_buf_in),
    .out_data(MUL_r_buf_out)  
);
delay_unit #(.DATA_WIDTH(DATA_WIDTH)) DU_MUX2_MUL_i (
    .clk(clk),
    .reset(rst),
    .in_data(MUL_i_buf_in),
    .out_data(MUL_i_buf_out)  
);
delay_unit #(.DATA_WIDTH(DATA_WIDTH)) last_delay_r (
    .clk(clk),
    .reset(rst),
    .in_data(MUL_r_buf_out),
    .out_data(serial_out_r)  
);
delay_unit #(.DATA_WIDTH(DATA_WIDTH)) last_delay_i (
    .clk(clk),
    .reset(rst),
    .in_data(MUL_i_buf_out),
    .out_data(serial_out_i)  
);
MUX1_Control_unit #(.NFFT(NFFT), .STAGE_NO(STAGE_NO)) CU1 (
    .clk(clk),
    .rst(rst),
    .start_conv(start_conv),
    .sel1(sel1)
);
delay_unit #(.DATA_WIDTH(DATA_WIDTH)) DU1_MS_r (
    .clk(clk),
    .reset(rst),
    .in_data(BUF_out_r),
    .out_data(MUX2_in0_r)
);
delay_unit #(.DATA_WIDTH(DATA_WIDTH)) DU1_MS_i (
    .clk(clk),
    .reset(rst),
    .in_data(BUF_out_i),
    .out_data(MUX2_in0_i)
);
delay_unit #(.DATA_WIDTH(DATA_WIDTH)) DU1_BF_r (
    .clk(clk),
    .reset(rst),
    .in_data(BFLY_out1_r),
    .out_data(MUX2_in1_r)
);
delay_unit #(.DATA_WIDTH(DATA_WIDTH)) DU1_BF_i (
    .clk(clk),
    .reset(rst),
    .in_data(BFLY_out1_i),
    .out_data(MUX2_in1_i)
);
endmodule
module MUX1_Control_unit #(parameter   NFFT = 64, STAGE_NO = 1 )
 (
    input   wire    clk, rst,
    input   wire    start_conv,
    output  reg     sel1   
);                
localparam  IDLE    = 0,
            INACTIVE = 1,
            ACTIVE = 2;
reg [$clog2(NFFT)-STAGE_NO:0] counter, counter_seq;      
reg [STAGE_NO:0]  end_control_counter;                   
reg [STAGE_NO:0]  end_control_counter_seq; 
reg end_control;                                         
reg [1:0] current_state, next_state;                    
always@(posedge clk or negedge rst) begin
    if(!rst) begin
        current_state <= 'b0;
        counter_seq <= 'b0;
        end_control_counter_seq <='b0;
    end
    else begin
        current_state <= next_state;
        counter_seq <= counter;
        end_control_counter_seq <= end_control_counter;
    end
end
always @(*) begin
    sel1         = 1'b0;
    end_control = 1'b1;
    counter     = 'b0;
    end_control_counter = 'b0;
    next_state  = IDLE;
    case (current_state)
        IDLE: begin
            sel1         = 1'b0;
            end_control = 1'b1;
            counter     = 'b0;
            end_control_counter = 'b0;
            if(start_conv) begin
                next_state = INACTIVE;
                end_control_counter = end_control_counter_seq + 1'b1;
                counter     = 'b0;
            end
            else begin
                next_state = IDLE;
                end_control_counter = end_control_counter_seq;
            end
        end
        INACTIVE: begin
            sel1         = 1'b0;
            end_control = 1'b0;
            if(counter_seq == 2**($clog2(NFFT)-STAGE_NO)-1) begin
                if(end_control_counter_seq == 2**(STAGE_NO-1)+1) begin
                    next_state = IDLE;
                    counter = 'b0;
                    end_control_counter = 'b0;
                end
                else begin
                    next_state  = ACTIVE;
                    sel1         = 1'b1;
                    counter = 'b0;
                    end_control_counter = end_control_counter_seq;
                end
            end
            else begin
                counter     = counter_seq + 1'b1;
                next_state  = INACTIVE;
                end_control_counter = end_control_counter_seq;
            end
        end
        ACTIVE: begin
            sel1         = 1'b1;
            end_control = 1'b0;
            if(counter_seq == 2**($clog2(NFFT)-STAGE_NO)-1) begin
                counter = 'b0;
                next_state = INACTIVE;
                sel1         = 1'b0;
                end_control_counter = end_control_counter_seq + 1'b1;
            end
            else begin
                counter     = counter_seq + 1'b1;
                next_state = ACTIVE;
                end_control_counter = end_control_counter_seq;
            end
        end
        default: begin
            sel1         = 1'b0;
            end_control = 1'b1;
            counter     = 'b0;
            end_control_counter = 'b0;
            next_state  = IDLE;
        end
    endcase
end
endmodule
module Memory_Shifter 
#(parameter MEMORY_DEPTH=8 ,DATA_WIDTH=16)
 (input    [DATA_WIDTH-1:0]    data_in_r, data_in_i,
 input      clk,
 input      rst,
 output   [DATA_WIDTH-1:0] data_out_r, data_out_i
);
    genvar i ;
wire [DATA_WIDTH-1:0] out_data_r [0:MEMORY_DEPTH-1];
wire [DATA_WIDTH-1:0] out_data_i [0:MEMORY_DEPTH-1];
    generate 
        for(i=0;i<(MEMORY_DEPTH);i=i+1)begin :for_loop
            if(i==0) begin
               delay_unit #(.DATA_WIDTH(DATA_WIDTH)) u0_r   (.clk(clk),.reset(rst), .in_data(data_in_r), .out_data(out_data_r[i]) );
               delay_unit #(.DATA_WIDTH(DATA_WIDTH)) u0_i   (.clk(clk),.reset(rst), .in_data(data_in_i), .out_data(out_data_i[i]) );
            end
            else  begin
                delay_unit #(.DATA_WIDTH(DATA_WIDTH)) u1_r  (.clk(clk),.reset(rst), .in_data(out_data_r[i-1]), .out_data(out_data_r[i]) );
                delay_unit #(.DATA_WIDTH(DATA_WIDTH)) u1_i  (.clk(clk),.reset(rst), .in_data(out_data_i[i-1]), .out_data(out_data_i[i]) );
            end
        end
    endgenerate
    assign data_out_r = out_data_r[MEMORY_DEPTH-1];
    assign data_out_i = out_data_i[MEMORY_DEPTH-1];
endmodule
module delay_unit #(parameter DATA_WIDTH=32 )
(
input clk,
input reset,
input  [DATA_WIDTH-1:0] in_data,
output reg  [DATA_WIDTH-1:0] out_data
);
always @ (posedge clk, negedge reset )begin
  if(!reset) begin
    out_data<='b0;
  end
  else begin
    out_data<= in_data;
  end
end
endmodule
</file>
<file path="flow/config.mk">
export PLATFORM = sky130hd
export DESIGN_NAME = FFT_6th_stage
export DESIGN_NICKNAME = FFT_6th_stage
export VERILOG_FILES = /design/flow/design.v
export SDC_FILE = /design/flow/constraint.sdc
export NUM_CORES = 4
export LEC_CHECK = 1
export CORE_UTILIZATION = 30
</file>
==> results.tsv <==
metric	value	unit
run_status	finished clean	
post_synthesis_instance_area	37300	um2
width_of_the_die	355	um
post-dp-hpwl	32200	um
place.gp.congestion	0.827	
drt_first_pass_iters	4	
power.leakage	19.7	nW
wl_per_cell	14.3	um
cts_tree	done	
synthCells	1994	
worst_hold_path_type	register to register	
cts.hold.buffers_added	0	
grt_overflow_total	0	
yosys_stat_chip_area	37300	um2
layout-drive-gt1-share	0.112	
enable_flop_cells	0	
total_negative_setup_slacks	0	ns
maxCapViolCount	0	
grt_setup_unrepaired	false	
post_drt_via_cell_ratio	3.86	
antenna-diode-count	0	
clock_power_share	0.419	
r2r.worst_path.cells	10	
synthesis.area_per_instance	18.7	um2
route.antenna.remaining_nets	0	
ys_dominant_reg_cell	sky130_fd_sc_hd__dfrtp_1	
core_rows	129	
warnings	70	
clock_path_buffers	3	
crit_path_start	serial_in_i[1]	
ys.warnings.count	4	
vdd.ir_drop.worst	177	uV
grtUsageTotal	0.0970	
power.share.combinational	0.036	
pin_count_of_the_biggest_net_entering_global_routing	140	
clock_skew	0.0648	ns
first_iter_violations	997	
clock-sinks	1308	
finalWirelength	55800	um
top_cell_area_share	0.876	
share_of_total_power_in_sequential_cells	0.545	
intPower	0.00851	W
clk_root_buffer_cell	sky130_fd_sc_hd__clkbuf_16	
slew_violations	0	
layout_top_cells_excl_fill_tap	sky130_fd_sc_hd__dfrtp_1 (1306), sky130_fd_sc_hd__clkbuf_16 (114), sky130_fd_sc_hd__nor2_1 (76)	
synth_area_leader_cell	sky130_fd_sc_hd__dfrtp_1	
post-place-ws	4.65	ns
critPathMaxFanout	4	
worst_skew_pair.late_latency	0.72	ns
hold_viol	0	
cts_resized	0	
p_sw_frac	0.211	
slew_worst_pin	0.758	ns
powerDensity	245	nW/um2
required_time_of_the_critical_path	10.19	ns
arrival	4.88	ns
max_freq	233	MHz
total_number_of_h_tree_levels	3	
drc	0	
yosys_stat_cell_total	1994	
floorplan.core_area	124000	um2
ys_seq_frac	0.877	
postSynth.asyncResetShare	1.00	
capture_point_of_the_worst_path	DU1_BF_i.out_data[17]	
grt_first_pass_wirelength	91800	um
final.period_utilization	0.447	
io_pins	75	
die_y	355	um
vias	15072	
rr_startpoint	MS1.for_loop[31].genblk1.u1_i.out_data[0]	
critical_path_startpoint_category	input port	
timing.setup.critical_path_class	input port to register	
buffer_ports.inserted	74	
chip_area	126000	um2
layout.cells.most_common	sky130_fd_sc_hd__dfrtp_1	
timing.critical_path.to_type	register	
final_period_minus_worst_setup_slack	4.29	ns
slew-limit-headroom	0.495	
initial_utilization	0.302	
synthDistinctLibCells	66	
setup_viol_count_final	0	
netSwitchingPower	0.00227	W
topCellsByArea	sky130_fd_sc_hd__dfrtp_1 (88%), sky130_fd_sc_hd__ha_1 (2.3%), sky130_fd_sc_hd__mux2_2 (1.1%)	
clkSlewWorstSetupHoldPaths	0.06	ns
ff2ff_setup_slack	6.69	ns
crit-reg2reg-capture	DU1_BF_i.out_data[14]	
number_of_buffers_inserted_during_clock_tree_synthesis	114	
fillCellCount	11337	
grt_pass1_vias	15861	
number_of_post_cts_setup_repair_buffers	0	
finalWorstSetupSlack	5.31	ns
yosys_register_bits	1308	
antenna_found_initial	10	
area_grow_syn2layout	17.9	%
## worst max-delay path, cell delays in order
cell,delay (ns)
sky130_fd_sc_hd__clkdlybuf4s50_1,0.56
sky130_fd_sc_hd__inv_1,0.11
sky130_fd_sc_hd__ha_1,0.30
sky130_fd_sc_hd__nor2b_1,0.06
sky130_fd_sc_hd__o311ai_0,0.55
sky130_fd_sc_hd__o21ai_1,0.27
sky130_fd_sc_hd__a211oi_1,0.54
sky130_fd_sc_hd__a21oi_1,0.18
sky130_fd_sc_hd__a31o_2,0.29
sky130_fd_sc_hd__mux2i_1,0.11
## power by group through the flow
stage     logic, W  registers, W  clock network (W)
6_report  0.000387       0.00588            0.00452
4_1_cts   0.000397       0.00589            0.00469
5_1_grt   0.000444       0.00591            0.00491
## flip-flops by register name (all words and copies together) (netlist names)
| signal | count |
|---|---|
| DU_MUX2_MUL_i.out_data | 18 |
| DU1_BF_r.out_data | 18 |
| DU_MUX2_MUL_r.out_data | 18 |
| CU1.end_control_counter_seq | 2 |
| CU1.current_state | 3 |
| DU1_BF_i.out_data | 18 |
| DU_SEL1_MUX2.out_data | 1 |
| last_delay_r.out_data | 18 |
| MS1.for_loop.genblk1.u0_r.out_data | 18 |
| DU1_MS_r.out_data | 18 |
| MS1.for_loop.genblk1.u0_i.out_data | 18 |
| last_delay_i.out_data | 18 |
| DU1_MS_i.out_data | 18 |
| MS1.for_loop.genblk1.u1_i.out_data | 558 |
| CU1.counter_seq | 6 |
| MS1.for_loop.genblk1.u1_r.out_data | 558 |
## synth_stat cells (4+ instances only)
library cell	n
sky130_fd_sc_hd__dfrtp_1	1307
sky130_fd_sc_hd__nor2_1	76
sky130_fd_sc_hd__inv_1	71
sky130_fd_sc_hd__ha_1	70
sky130_fd_sc_hd__a21oi_1	58
sky130_fd_sc_hd__o21ai_0	43
sky130_fd_sc_hd__nand2_1	38
sky130_fd_sc_hd__mux2_2	36
sky130_fd_sc_hd__xnor2_1	35
sky130_fd_sc_hd__nor3_1	21
sky130_fd_sc_hd__clkbuf_1	20
sky130_fd_sc_hd__nor2b_1	19
sky130_fd_sc_hd__nand2b_1	18
sky130_fd_sc_hd__a21o_1	17
sky130_fd_sc_hd__o31ai_1	11
sky130_fd_sc_hd__xor2_1	10
sky130_fd_sc_hd__o21bai_1	9
sky130_fd_sc_hd__nand3_1	8
sky130_fd_sc_hd__o22ai_1	8
sky130_fd_sc_hd__or3_1	8
sky130_fd_sc_hd__a211oi_1	7
sky130_fd_sc_hd__buf_1	6
sky130_fd_sc_hd__buf_2	6
sky130_fd_sc_hd__mux2i_1	6
sky130_fd_sc_hd__o21a_1	6
sky130_fd_sc_hd__or4_1	6
sky130_fd_sc_hd__nor3b_1	5
sky130_fd_sc_hd__a31oi_1	4
sky130_fd_sc_hd__fa_1	4
sky130_fd_sc_hd__or2_2	4
## stage by stage
stage,hold WS [ns],util,std cells,power [W],area [um2]
6_report,0.306,0.356,3900,0.0108,44000
5_1_grt,0.315,0.356,3900,0.0113,44000
4_1_cts,0.310,0.356,3900,0.0110,44000
3_5_place_dp,0.335,0.325,3689,0.00637,40200
3_3_place_gp,0.332,0.325,3689,0.00637,40200
2_1_floorplan,0.331,-,1994,0.00613,37300
## cell type report
class / count / area (um2) / share of cell area
clock buffers: 173 / 3350 / 0.0762
clock inverters: 38 / 468 / 0.0106
inverters: 71 / 267 / 0.00605
multi-input cells: 580 / 4200 / 0.0954
flip-flops and latches: 1308 / 32700 / 0.743
well taps: 1637 / 2050 / 0.0465
repair buffers: 93 / 963 / 0.0219
## how the worst min path moves through the flow
stage	from	end	cells past startpoint
global route	MS1.for_loop[2].genblk1.u1_i.out_data[7]	MS1.for_loop[3].genblk1.u1_i.out_data[7]	0
finish	MS1.for_loop[2].genblk1.u1_i.out_data[7]	MS1.for_loop[3].genblk1.u1_i.out_data[7]	0
CTS	MS1.for_loop[2].genblk1.u1_i.out_data[7]	MS1.for_loop[3].genblk1.u1_i.out_data[7]	0
## logic make-up (layout without fill, tap and decap cells)
group           Yosys count  after routing  share of synthesized area
flops                  1308           1308                      0.877
simple gates            222            222                     0.0296
compound gates          197            197                     0.0340
buf+inv                 106            375                     0.0113
fa+ha+maj                74             74                     0.0256
xor+xnor                 45             45                     0.0106
mux                      42             42                     0.0125
## layer usage
metal	GRT usage	part of all wire	vias to the layer above
li1	-	-	6831
met1	0.165	0.50	7815
met2	0.114	0.38	280
met3	0.0471	0.10	126
met4	0.0226	0.024	20
met5	0	0.0023	-
Power figures rest on the tool's default switching activity, not on a simulated workload.
