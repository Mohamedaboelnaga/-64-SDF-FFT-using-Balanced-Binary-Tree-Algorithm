==> design/flow/design.v <==
module Address_gen_5th_fft #(parameter   STAGE_NO = 5, NFFT = 64 )
(
    input       wire                        clk, rst,
    input       wire                        Twiddle_active,
    output      reg  [5:0]                  Twiddle_address
);
localparam  IDLE = 0,
            ADDRESS_GEN = 1;
reg [5:0] counter, counter_seq     ;
reg                    current_state, next_state;
always @(posedge clk or negedge rst) begin
    if(!rst) begin
        counter_seq <= 'b0;
        current_state <= IDLE;
    end
    else begin
        counter_seq <= counter;
        current_state <= next_state;
    end
end
always @(*) begin
       next_state = IDLE;
       Twiddle_address = 'b0;
       counter = 'b0;
       case (current_state)
            IDLE:begin
                Twiddle_address = 'b0;
                counter = 'b0;
                if(Twiddle_active == 1'b1) begin
                    next_state = ADDRESS_GEN;
                end
                else begin
                    next_state = IDLE;
                     end
                end
            ADDRESS_GEN: begin
                counter = counter_seq + 1'b1;
                Twiddle_address=counter_seq[0]*{counter_seq[1],counter_seq[2]};  
                if(counter_seq == NFFT-1)  
                    next_state = IDLE;
                else
                    next_state = ADDRESS_GEN;
            end
    endcase
end
endmodule
module Butterfly #(
    parameter   DATA_WIDTH = 18
) (
    input   wire                                          en,  
    input   wire    signed        [DATA_WIDTH-1:0]        in1_r, in1_i,
    input   wire    signed        [DATA_WIDTH-1:0]        in2_r, in2_i,
    output  wire    signed        [DATA_WIDTH-1:0]        sum_out_r, sum_out_i,
    output  wire    signed        [DATA_WIDTH-1:0]        diff_out_r, diff_out_i
);
    assign sum_out_r = en? in1_r + in2_r:'b0;
    assign sum_out_i = en? in1_i + in2_i:'b0;
    assign diff_out_r = en? in1_r - in2_r:'b0;
    assign diff_out_i = en? in1_i - in2_i:'b0;
endmodule
module Complex_MUX2x1 #(
    parameter DATA_WIDTH = 18
) (
    input       wire                          sel,
    input       wire      [DATA_WIDTH-1:0]    in0_r, in0_i,
    input       wire      [DATA_WIDTH-1:0]    in1_r, in1_i,
    output      wire      [DATA_WIDTH-1:0]    out_r, out_i
);
assign out_r = sel?in1_r:in0_r;
assign out_i = sel?in1_i:in0_i;
endmodule
module Constant_Multiplier_fft #(
    parameter INTEGER_SIZE = 6,
                FRACT_SIZE = 12,
                NFFT=64
) (
    input   wire            [5:0]               address,
    input   wire                                             clk, rst,
    input   wire    signed  [INTEGER_SIZE+FRACT_SIZE-1:0]    in1_r,in1_i,
    output  wire    signed  [INTEGER_SIZE+FRACT_SIZE-1:0]    out_r,out_i
);
localparam DATA_WIDTH = INTEGER_SIZE+FRACT_SIZE ;
reg signed  [INTEGER_SIZE+FRACT_SIZE-1:0]    in2_r,in2_i;
wire signed [2*DATA_WIDTH-1:0]               prod1, prod2, prod3, prod4;
wire signed [2*DATA_WIDTH-1:0]               prod1_seq, prod2_seq, prod3_seq, prod4_seq;
always @(*) begin
	case (address) 
	'd0 : begin
	in2_r= 'b000010000000000000; 
	in2_i= 'b000000000000000000;
	end
	'd1 : begin
	in2_r= 'b000001011010100000;
	in2_i= 'b111110100101100000;
	end
	'd2 : begin
	in2_r= 'b000000000000000000;
	in2_i= 'b111110000000000000;
	end
	'd3 : begin
	in2_r= 'b111110100101100000;
	in2_i= 'b111110100101100000;
	end
	default:begin
	in2_r='b0;
	in2_i='b0;
	end
	endcase
end
wire signed [DATA_WIDTH-1:0]   temp1, temp2,temp3,temp4;
assign temp1=prod1_seq>>FRACT_SIZE;
assign temp2=prod2_seq>>FRACT_SIZE;
assign temp3=prod3_seq>>FRACT_SIZE;
assign temp4=prod4_seq>>FRACT_SIZE;
assign out_r = (temp1 - temp2);
assign out_i = (temp3 + temp4);
Multiplier #(.DATA_WIDTH(DATA_WIDTH)) M0 (.in1(in1_r), .in2(in2_r), .out(prod1));
Multiplier #(.DATA_WIDTH(DATA_WIDTH)) M1 (.in1(in1_i), .in2(in2_i), .out(prod2));
Multiplier #(.DATA_WIDTH(DATA_WIDTH)) M2 (.in1(in1_r), .in2(in2_i), .out(prod3));
Multiplier #(.DATA_WIDTH(DATA_WIDTH)) M3 (.in1(in2_r), .in2(in1_i), .out(prod4));
delay_unit #(.DATA_WIDTH(2*DATA_WIDTH)) D1 (.clk(clk), .reset(rst), .in_data(prod1), .out_data(prod1_seq));
delay_unit #(.DATA_WIDTH(2*DATA_WIDTH)) D2 (.clk(clk), .reset(rst), .in_data(prod2), .out_data(prod2_seq));
delay_unit #(.DATA_WIDTH(2*DATA_WIDTH)) D3 (.clk(clk), .reset(rst), .in_data(prod3), .out_data(prod3_seq));
delay_unit #(.DATA_WIDTH(2*DATA_WIDTH)) D4 (.clk(clk), .reset(rst), .in_data(prod4), .out_data(prod4_seq));
endmodule
module FFT_5th_stage #(
    parameter   INTEGER_SIZE = 6,
                FRACT_SIZE = 12,
                STAGE_NO = 1,
                NFFT = 64
) (
    input       wire                                             clk, rst,
    input       wire                                             start_conv,
    input       wire    signed  [INTEGER_SIZE+FRACT_SIZE-1:0]    serial_in_r, serial_in_i,
    output      wire    signed  [INTEGER_SIZE+FRACT_SIZE-1:0]    serial_out_r, serial_out_i
);
localparam DATA_WIDTH = INTEGER_SIZE+FRACT_SIZE ;
wire signed [DATA_WIDTH-1:0]        BUF_in_r, BUF_in_i;      
wire signed [DATA_WIDTH-1:0]        BUF_out_r, BUF_out_i;    
wire signed [DATA_WIDTH-1:0]        BFLY_out1_r, BFLY_out1_i;    
wire signed [DATA_WIDTH-1:0]        BFLY_out2_r, BFLY_out2_i;    
wire signed [DATA_WIDTH-1:0]        MUL_r_buf_in, MUL_r_buf_out;
wire signed [DATA_WIDTH-1:0]        MUL_i_buf_in, MUL_i_buf_out;
wire signed [DATA_WIDTH-1:0]        TF_r_buf_out, TF_i_buf_out;
wire signed [DATA_WIDTH-1:0]        MUX2_in0_r, MUX2_in0_i;
wire signed [DATA_WIDTH-1:0]        MUX2_in1_r, MUX2_in1_i;
wire                                sel1, sel2  ;
wire        [5:0]      Twiddle_address;
Complex_MUX2x1 #(.DATA_WIDTH(DATA_WIDTH)) MUX1 (
    .sel(sel1),
    .in0_r(serial_in_r), 
    .in0_i(serial_in_i),
    .in1_r(BFLY_out2_r),
    .in1_i(BFLY_out2_i),
    .out_r(BUF_in_r),
    .out_i(BUF_in_i)
    );
Memory_Shifter #(   .DATA_WIDTH(DATA_WIDTH), 
                    .MEMORY_DEPTH(2**($clog2(NFFT)-STAGE_NO))) MS1 (  
    .clk(clk),
    .rst(rst),
    .data_in_r(BUF_in_r),
    .data_in_i(BUF_in_i),
    .data_out_r(BUF_out_r),
    .data_out_i(BUF_out_i)
);
Butterfly #(.DATA_WIDTH(DATA_WIDTH)) BF1 (
    .en(sel1),
    .in1_r(BUF_out_r),
    .in1_i(BUF_out_i),
    .in2_r(serial_in_r),
    .in2_i(serial_in_i),
    .sum_out_r(BFLY_out1_r),
    .sum_out_i(BFLY_out1_i),
    .diff_out_r(BFLY_out2_r),
    .diff_out_i(BFLY_out2_i)
);
delay_unit #(.DATA_WIDTH(1)) DU_SEL1_MUX2 (
    .clk(clk),
    .reset(rst),
    .in_data(sel1),
    .out_data(sel2)
);
Complex_MUX2x1 #(.DATA_WIDTH(DATA_WIDTH)) MUX2 (
    .sel(sel2),
    .in0_r(MUX2_in0_r),
    .in0_i(MUX2_in0_i),
    .in1_r(MUX2_in1_r),
    .in1_i(MUX2_in1_i),
    .out_r(MUL_r_buf_in),
    .out_i(MUL_i_buf_in)
);
delay_unit #(.DATA_WIDTH(DATA_WIDTH)) DU_MUX2_MUL_r (
    .clk(clk),
    .reset(rst),
    .in_data(MUL_r_buf_in),
    .out_data(MUL_r_buf_out)
);
delay_unit #(.DATA_WIDTH(DATA_WIDTH)) DU_MUX2_MUL_i (
    .clk(clk),
    .reset(rst),
    .in_data(MUL_i_buf_in),
    .out_data(MUL_i_buf_out)
);
MUX1_Control_unit #(.NFFT(NFFT), .STAGE_NO(STAGE_NO)) CU1 (
    .clk(clk),
    .rst(rst),
    .start_conv(start_conv),
    .sel1(sel1)
);
Address_gen_5th_fft #(.STAGE_NO(STAGE_NO), .NFFT(NFFT)) CU4 (
    .clk(clk),
    .rst(rst),
    .Twiddle_active(sel2),
    .Twiddle_address(Twiddle_address)
);
Constant_Multiplier_fft #(.INTEGER_SIZE(INTEGER_SIZE), .FRACT_SIZE(FRACT_SIZE)) MUL1 (
    .clk(clk),
    .rst(rst),
    .address(Twiddle_address),
    .in1_r(MUL_r_buf_out),
    .in1_i(MUL_i_buf_out),
    .out_r(serial_out_r),
    .out_i(serial_out_i)
);
delay_unit #(.DATA_WIDTH(DATA_WIDTH)) DU1_MS_r (
    .clk(clk),
    .reset(rst),
    .in_data(BUF_out_r),
    .out_data(MUX2_in0_r)
);
delay_unit #(.DATA_WIDTH(DATA_WIDTH)) DU1_MS_i (
    .clk(clk),
    .reset(rst),
    .in_data(BUF_out_i),
    .out_data(MUX2_in0_i)
);
delay_unit #(.DATA_WIDTH(DATA_WIDTH)) DU1_BF_r (
    .clk(clk),
    .reset(rst),
    .in_data(BFLY_out1_r),
    .out_data(MUX2_in1_r)
);
delay_unit #(.DATA_WIDTH(DATA_WIDTH)) DU1_BF_i (
    .clk(clk),
    .reset(rst),
    .in_data(BFLY_out1_i),
    .out_data(MUX2_in1_i)
);
endmodule
module MUX1_Control_unit #(parameter   NFFT = 64, STAGE_NO = 1 )
 (
    input   wire    clk, rst,
    input   wire    start_conv,
    output  reg     sel1   
);                
localparam  IDLE    = 0,
            INACTIVE = 1,
            ACTIVE = 2;
reg [$clog2(NFFT)-STAGE_NO:0] counter, counter_seq;      
reg [STAGE_NO:0]  end_control_counter;                   
reg [STAGE_NO:0]  end_control_counter_seq; 
reg end_control;                                         
reg [1:0] current_state, next_state;                    
always@(posedge clk or negedge rst) begin
    if(!rst) begin
        current_state <= 'b0;
        counter_seq <= 'b0;
        end_control_counter_seq <='b0;
    end
    else begin
        current_state <= next_state;
        counter_seq <= counter;
        end_control_counter_seq <= end_control_counter;
    end
end
always @(*) begin
    sel1         = 1'b0;
    end_control = 1'b1;
    counter     = 'b0;
    end_control_counter = 'b0;
    next_state  = IDLE;
    case (current_state)
        IDLE: begin
            sel1         = 1'b0;
            end_control = 1'b1;
            counter     = 'b0;
            end_control_counter = 'b0;
            if(start_conv) begin
                next_state = INACTIVE;
                end_control_counter = end_control_counter_seq + 1'b1;
                counter     = 'b0;
            end
            else begin
                next_state = IDLE;
                end_control_counter = end_control_counter_seq;
            end
        end
        INACTIVE: begin
            sel1         = 1'b0;
            end_control = 1'b0;
            if(counter_seq == 2**($clog2(NFFT)-STAGE_NO)-1) begin
                if(end_control_counter_seq == 2**(STAGE_NO-1)+1) begin
                    next_state = IDLE;
                    counter = 'b0;
                    end_control_counter = 'b0;
                end
                else begin
                    next_state  = ACTIVE;
                    sel1         = 1'b1;
                    counter = 'b0;
                    end_control_counter = end_control_counter_seq;
                end
            end
            else begin
                counter     = counter_seq + 1'b1;
                next_state  = INACTIVE;
                end_control_counter = end_control_counter_seq;
            end
        end
        ACTIVE: begin
            sel1         = 1'b1;
            end_control = 1'b0;
            if(counter_seq == 2**($clog2(NFFT)-STAGE_NO)-1) begin
                counter = 'b0;
                next_state = INACTIVE;
                sel1         = 1'b0;
                end_control_counter = end_control_counter_seq + 1'b1;
            end
            else begin
                counter     = counter_seq + 1'b1;
                next_state = ACTIVE;
                end_control_counter = end_control_counter_seq;
            end
        end
        default: begin
            sel1         = 1'b0;
            end_control = 1'b1;
            counter     = 'b0;
            end_control_counter = 'b0;
            next_state  = IDLE;
        end
    endcase
end
endmodule
module Memory_Shifter 
#(parameter MEMORY_DEPTH=8 ,DATA_WIDTH=16)
 (input    [DATA_WIDTH-1:0]    data_in_r, data_in_i,
 input      clk,
 input      rst,
 output   [DATA_WIDTH-1:0] data_out_r, data_out_i
);
    genvar i ;
wire [DATA_WIDTH-1:0] out_data_r [0:MEMORY_DEPTH-1];
wire [DATA_WIDTH-1:0] out_data_i [0:MEMORY_DEPTH-1];
    generate 
        for(i=0;i<(MEMORY_DEPTH);i=i+1)begin :for_loop
            if(i==0) begin
               delay_unit #(.DATA_WIDTH(DATA_WIDTH)) u0_r   (.clk(clk),.reset(rst), .in_data(data_in_r), .out_data(out_data_r[i]) );
               delay_unit #(.DATA_WIDTH(DATA_WIDTH)) u0_i   (.clk(clk),.reset(rst), .in_data(data_in_i), .out_data(out_data_i[i]) );
            end
            else  begin
                delay_unit #(.DATA_WIDTH(DATA_WIDTH)) u1_r  (.clk(clk),.reset(rst), .in_data(out_data_r[i-1]), .out_data(out_data_r[i]) );
                delay_unit #(.DATA_WIDTH(DATA_WIDTH)) u1_i  (.clk(clk),.reset(rst), .in_data(out_data_i[i-1]), .out_data(out_data_i[i]) );
            end
        end
    endgenerate
    assign data_out_r = out_data_r[MEMORY_DEPTH-1];
    assign data_out_i = out_data_i[MEMORY_DEPTH-1];
endmodule
module Multiplier #(
    parameter DATA_WIDTH = 16
) (
    input wire signed [DATA_WIDTH-1:0] in1, in2,
    output wire signed [2*DATA_WIDTH-1:0] out
);
  assign out = in1*in2;
endmodule
module delay_unit #(parameter DATA_WIDTH=32 )
(
input clk,
input reset,
input  [DATA_WIDTH-1:0] in_data,
output reg  [DATA_WIDTH-1:0] out_data
);
always @ (posedge clk, negedge reset )begin
  if(!reset) begin
    out_data<='b0;
  end
  else begin
    out_data<= in_data;
  end
end
endmodule
==> design/flow/run.sh <==
#!/bin/bash
# OpenROAD 26Q1-2900-gdf79404cd8, Yosys 0.63+post, stock flow scripts
make -C /OpenROAD-flow-scripts/flow DESIGN_CONFIG=/design/flow/config.mk WORK_HOME=/design/flow/orfs finish
==> design/flow/config.mk <==
export PLATFORM = sky130hd
export DESIGN_NAME = FFT_5th_stage
export DESIGN_NICKNAME = FFT_5th_stage
export VERILOG_FILES = /design/flow/design.v
export SDC_FILE = /design/flow/constraint.sdc
export NUM_CORES = 4
export LEC_CHECK = 1
export CORE_UTILIZATION = 30
==> design/flow/constraint.sdc <==
current_design FFT_5th_stage

set clk_period 10.1
set clk_io_pct 0.2

create_clock -name clk0 -period $clk_period [get_ports {clk}]

set non_clock_inputs [all_inputs -no_clocks]
set_input_delay [expr $clk_period * $clk_io_pct] -clock clk0 $non_clock_inputs
set_output_delay [expr $clk_period * $clk_io_pct] -clock clk0 [all_outputs]
==> results.ini <==
[run_status]
outcome=finished clean

[logic_synthesis]
synth-seq-cells=1351
yosys.area_share.adder_pct=26.4
cell_taking_the_most_area_after_synthesis=sky130_fd_sc_hd__dfrtp_1
synthesis.yosys.warnings=7
synth_top_cell_by_count=sky130_fd_sc_hd__dfrtp_1
synth.area.top_cells=sky130_fd_sc_hd__dfrtp_1 (55%), sky130_fd_sc_hd__fa_1 (17%), sky130_fd_sc_hd__ha_1 (9.6%)
synth_async_sr_flop_share_pct=100
dominantRegCellSynth=sky130_fd_sc_hd__dfrtp_1
post_synth_ao_oa_area_fraction_pct=3.86
enable_flop_cells=0
xor_area_share_pct=3.25
yosys.stat.seqShare_pct=55.0
synthMuxAreaShare_pct=0.745
syn_area_um2=61400
yosys-dominant-comb-family=adder cells
ys_top_cells_by_count=sky130_fd_sc_hd__dfrtp_1 (1350), sky130_fd_sc_hd__inv_1 (847), sky130_fd_sc_hd__fa_1 (517)
ys_sh_simple_pct=5.07
synth_chip_area_um2=61400
netlist_instances=4514
ys_cells=4514
synth_cell_types=85
avgSynthCellArea_um2=13.6
synth.top_cell.area_share_pct=55.0

[global_routing]
initial_antenna_violation_count=19
grt_pass1_vias=33300
grt_first_pass_wirelength_mm=183
grt_start_max_net_pins=152
overflow=0
global_route.usage.total_pct=11.7

[finish]
layout.cell_area.non_filler_um2=70300
final_layout_size_suffix_gt1_share_pct=7.07
nFillCells=19200
area_delta_synth_final_pct=14.3

[sta]
fmax_mhz=131
slew_viol_final=0
worst_slew_margin_rel_pct=50.2
timing.final.crit_share_pct=75.8
worst_pin_slew_ns=0.747
timing.final.setup_violations=0
finalCriticalPeriod_ns=7.65
finalClockSkew_ns=0.0208
grt_setup_unrepaired=false
tns_ns=0
fin_worst_hold_slack_ns=0.329
finalHoldViolCount=0

[worst_setup_path]
crit_path_cell_trace=and3_1 -> ha_1 -> buf_4 -> nand2_1 -> xor2_1 -> ha_1 -> a21oi_1 -> fa_1 -> inv_1 -> fa_1 -> inv_1 -> fa_1 -> inv_1 -> fa_1 -> ha_1 -> ha_1 -> nor2b_1 -> o31a_1 -> o41ai_4 -> a21oi_4 -> o311ai_4 -> mux2i_1 -> a21oi_2 -> xnor2_1
critPathSlowestCell=sky130_fd_sc_hd__and3_1
cp_data_arrival_time_ns=8.28
worstPathBufferInverterCount=4
worstReg2RegStart=CU4.current_state
critPathTopFamily=adder cells
timing.critical_path.from_type=register
critPathCaptureType=register
ff2ff_setup_slack_ns=2.45
timing.reg2reg.worst_path_depth=24
cp.required_ns=10.73
crit_fanout=44
slowest_delay_ns=0.58
crit-reg2reg-capture=MUL1.D1.out_data[27]
crit_path_category=reg -> reg

[hold_path]
holdPathEnd=MS1.for_loop[31].genblk1.u1_i.out_data[10]
min_from=MS1.for_loop[30].genblk1.u1_i.out_data[10]
hold_path.class=reg -> reg
hold_path_depth=0

[die]
die_w_um=455
floorplan.initialDensity_pct=30.3
fp-row-count=165
coreArea_um2=203000
floorplan.die_area_um2=207000
chip_height_um=455
boundaryPins=75

[power_and_ir_drop]
vdd_ir_drop_max_uv=147
total_leakage_power_nw=34.2
power_per_cell_area_nw_per_um2=164

[clocking]
cts.htree.levels=4
clock_network_latency_to_the_later_pin_of_the_worst_skew_pair_ns=0.75
cts_buffers=133
clk_transition_reported_paths_ns=0.06
ctsResizeCount=0
cts_sinks=1351
ctsLongestPathBuffers=3
clock-root-buffer=sky130_fd_sc_hd__clkbuf_16
post_cts.repair.setup_buffers=0
tritoncts=yes
cts_hold_buf=0

[place]
dpl_cell_area_um2=65600
count_of_input_and_output_buffers=74
total_half_perimeter_wirelength_after_legalization_and_detailed_placement_mm=80.2
routabilityCongestion=0.910

[job]
log.warning_count=82
max-cap-violations=0

[detailed_routing]
antenna_violating_nets_post_route=0
drt_iter0_markers=1441
drt_pre_antenna_iters=4
drt-wirelength-per-cell_um=14.6
detail_route.vias_per_cell=4.07
drc_errors=0
totalWireLength_mm=109
dr_total_vias=30400

[final cells by class]
| type | instances | area [um2] | share of cell area [%] |
|---|---|---|---|
| multi-input combinational | 2249 | 24200 | 34.4 |
| antenna | 7 | 17.5 | 0.0249 |
| clock inverter | 62 | 872 | 1.24 |
| clock buffer | 178 | 3790 | 5.39 |
| sequential | 1351 | 33800 | 48.1 |
| tap | 2672 | 3340 | 4.76 |
| timing repair buffer | 103 | 1040 | 1.48 |
| inverter | 850 | 3190 | 4.54 |
[through the flow]
step | setup slack, ns | total power [mW] | instances | util (%)
floorplan | 3.04 | 6.19 | 4514 | -
global placement | 2.54 | 6.53 | 7225 | 32.3
detailed placement | 2.48 | 6.53 | 7225 | 32.3
CTS | 2.45 | 11.8 | 7465 | 34.6
global route | 1.92 | 12.1 | 7471 | 34.6
finish | 2.45 | 11.5 | 7472 | 34.6
[kinds of logic after synthesis]
group / count (synthesis)
simple gates: 663
compound gates: 329
xor+xnor: 228
flops: 1351
buf+inv: 914
mux: 41
fa+ha+maj: 988
[worst max path at each step]
| stage | start | endpoint | slack [ns] | cells after the start |
|---|---|---|---|---|
| finish | CU4.current_state | MUL1.D1.out_data[27] | 2.45 | 24 |
| global route | CU4.current_state | MUL1.D1.out_data[27] | 1.92 | 24 |
| CTS | CU4.current_state | MUL1.D1.out_data[27] | 2.45 | 24 |
[placed cells by master (no fill, tap or decap), drive strengths merged, types with 28 or more instances in the layout]
cell,count
xnor2,173
ha,471
nand2,188
nand3,31
fa,517
nor3,44
a21oi,105
clkinv,28
o21ai,59
and2,52
clkbuf,178
nor2b,56
mux2,38
xor2,55
inv,861
buf,30
nor2,205
clkdlybuf4s50,73
dfrtp,1350
[registers in the layout, summed over array words and instances (netlist names)]
signal	count
DU1_BF_i.out_data	18
DU1_MS_i.out_data	18
DU1_BF_r.out_data	18
MUL1.D2.out_data	18
MUL1.D4.out_data	18
MS1.for_loop.genblk1.u0_i.out_data	18
DU_MUX2_MUL_r.out_data	18
DU_SEL1_MUX2.out_data	1
MUL1.D3.out_data	18
CU4.current_state	1
MS1.for_loop.genblk1.u1_r.out_data	558
DU1_MS_r.out_data	18
CU4.counter_seq	6
MS1.for_loop.genblk1.u0_r.out_data	18
CU1.current_state	3
MUL1.D1.out_data	18
MS1.for_loop.genblk1.u1_i.out_data	558
DU_MUX2_MUL_i.out_data	18
CU1.end_control_counter_seq	2
CU1.counter_seq	6
[report_power, final]
group / internal [mW] / total, mW / switching, mW
registers: 5.68 / 5.79 / 0.115
clock network: 3.03 / 5.11 / 2.07
logic: 0.257 / 0.625 / 0.367
[metal layers]
layer | wire length [um] | up-vias | global-route usage, %
li1 | - | 14300 | -
met1 | 49900 | 15400 | 17.6
met2 | 49100 | 483 | 17.1
met3 | 6910 | 160 | 3.58
met4 | 2850 | 8 | 2.85
met5 | 57 | - | 0
Power figures rest on the tool's default switching activity, not on a simulated workload.
